[design/flow/run.sh]
#!/bin/bash
# OpenROAD 26Q1-2900-gdf79404cd8, Yosys 0.63+post, stock flow scripts
make -C /OpenROAD-flow-scripts/flow DESIGN_CONFIG=/design/flow/config.mk WORK_HOME=/design/flow/orfs finish
[design/flow/constraint.sdc]
current_design fsm

set clk_period 2.0
set clk_io_pct 0.2

create_clock -name clk0 -period $clk_period [get_ports {clk}]

set non_clock_inputs [all_inputs -no_clocks]
set_input_delay [expr $clk_period * $clk_io_pct] -clock clk0 $non_clock_inputs
set_output_delay [expr $clk_period * $clk_io_pct] -clock clk0 [all_outputs]
[design/flow/config.mk]
export PLATFORM = sky130hd
export DESIGN_NAME = fsm
export DESIGN_NICKNAME = fsm
export VERILOG_FILES = /design/flow/design.v
export SDC_FILE = /design/flow/constraint.sdc
export NUM_CORES = 4
export LEC_CHECK = 1
export CORE_AREA = 10 10 78 78
export DIE_AREA = 0 0 88 88
export SYNTH_HDL_FRONTEND = slang
[design/flow/design.v]
module fsm #(
    parameter logic [6:0] MAX_COUNT = 7'b0010100,
    parameter logic [6:0] ST1_COUNTER = 7'b0100111
) (
    input logic clk,
    input logic rst_n,
    output logic done,
    output logic led,
    input logic trigger,
    input logic en
);
typedef enum logic [1:0] {
    IDLE,
    ACTIVE,
    ST1
} state_t;
state_t state, state_nxt;
logic [6:0] counter, counter_nxt;
always_ff @(posedge clk or negedge rst_n) begin
    if (!rst_n) begin
        state <= IDLE;
        counter <= 7'b0;
    end else begin
        state <= state_nxt;
        counter <= counter_nxt;
    end
end
always_comb begin
    state_nxt = state;
    counter_nxt = counter;
    case (state)
        IDLE: begin
            if (trigger) begin
                state_nxt = ACTIVE;
            end
        end
        ACTIVE: begin
            if (counter == MAX_COUNT) begin
                state_nxt = ST1;
                counter_nxt = 7'b0;
            end else begin
                counter_nxt = counter + 1;
            end
        end
        ST1: begin
            if (counter == ST1_COUNTER) begin
                counter_nxt = 7'b0;
                state_nxt = IDLE;
            end
            else begin
                counter_nxt = counter + 1;
            end
        end
    endcase
end
always_comb begin
    done = 1'b0;
    led = 1'b0;
    case (state)
        IDLE: ;
        ACTIVE: ;
        ST1: begin
            done = 1'b1;
            led = ((~counter[2]) & en);
        end
    endcase
end
endmodule
==> report_table.html <==
<!-- implementation run metrics -->
<table>
<tr><th>Metric</th><th>Value</th></tr>
<tr><th colspan="2">Status</th></tr>
<tr><td>Status</td><td>finished, final reports clean</td></tr>
<tr><th colspan="2">Drt</th></tr>
<tr><td>Count of antenna-violating nets left after detailed routing</td><td>0</td></tr>
<tr><td>Routed len/inst</td><td>10.3 um</td></tr>
<tr><td>Number of DRC violations after detailed-routing iteration 0</td><td>56</td></tr>
<tr><td>Post-DR vias/cell</td><td>4.03</td></tr>
<tr><td>Final routed DRC violation total</td><td>0</td></tr>
<tr><td>Total routed wirelength</td><td>1190 um</td></tr>
<tr><td>Ant. Diodes</td><td>0</td></tr>
<tr><td>Number of iterations in the first detailed-routing pass</td><td>4</td></tr>
<tr><td>Via count</td><td>468</td></tr>
<tr><th colspan="2">Critical path</th></tr>
<tr><td>Arrival time of data at the critical path endpoint</td><td>1.52 ns</td></tr>
<tr><td>CP most frequent cell</td><td>clkdlybuf4s50_1</td></tr>
<tr><td>Reg2Reg Depth</td><td>3</td></tr>
<tr><td>Worst flop-to-flop path endpoint</td><td>counter[3]</td></tr>
<tr><td>Start point of the critical path</td><td>en</td></tr>
<tr><td>Critical path destination</td><td>led</td></tr>
<tr><td>Startpoint kind of the worst setup timing path</td><td>input pin</td></tr>
<tr><td>Cell with the biggest individual delay on the critical path</td><td>clkdlybuf4s50_1</td></tr>
<tr><td>Setup slack of the most critical reg-to-reg path</td><td>0.37 ns</td></tr>
<tr><td>Sort of element at the end of the critical path</td><td>output port</td></tr>
<tr><td>Required time at the worst-slack endpoint</td><td>1.60 ns</td></tr>
<tr><td>Startpoint-to-endpoint class of the critical path</td><td>in2out</td></tr>
<tr><td>Sequence of cells on the critical path</td><td>clkdlybuf4s50_1 &gt; nor3b_1 &gt; clkdlybuf4s50_1</td></tr>
<tr><td>Highest cell delay on the worst timing path</td><td>0.50 ns</td></tr>
<tr><td>Source of the worst register-to-register timing path</td><td>counter[2]</td></tr>
<tr><td>Maximum fanout encountered on the critical timing path</td><td>1</td></tr>
<tr><th colspan="2">Synth</th></tr>
<tr><td>Cell types occupying the most area after synthesis</td><td>dfrtp_1, o2111ai_1, dfstp_2</td></tr>
<tr><td>Yosys stat area</td><td>578 um^2</td></tr>
<tr><td>Summed instance area of the synthesized netlist</td><td>578 um^2</td></tr>
<tr><td>Unique masters post-synth</td><td>28</td></tr>
<tr><td>Seq/Total Area, Yosys</td><td>0.435</td></tr>
<tr><td>Post-Syn Area per Cell</td><td>9.97 um^2</td></tr>
<tr><td>Largest type area fraction</td><td>0.390</td></tr>
<tr><td>Cell count after synthesis</td><td>58</td></tr>
<tr><td>Library cell with the largest summed area after synthesis</td><td>dfrtp_1</td></tr>
<tr><td>Synth warnings</td><td>0</td></tr>
<tr><td>Synthesized registers</td><td>10</td></tr>
<tr><td>Count of instantiated cells in the yosys netlist</td><td>58</td></tr>
<tr><th colspan="2">Global route</th></tr>
<tr><td>Vias in the first global route</td><td>452</td></tr>
<tr><td>Number of antenna violations at the first check in global routing</td><td>0</td></tr>
<tr><td>Overall global routing resource usage</td><td>0.0323</td></tr>
<tr><td>First-pass GRT wire length</td><td>2040 um</td></tr>
<tr><td>Pin count of the biggest net entering global routing</td><td>11</td></tr>
<tr><td>Remaining global-route overflow</td><td>0</td></tr>
<tr><th colspan="2">STA</th></tr>
<tr><td>Endpoints failing setup</td><td>0</td></tr>
<tr><td>Post-route fraction of the period consumed by the critical path</td><td>0.960</td></tr>
<tr><td>Final setup margin</td><td>0.0797 ns</td></tr>
<tr><td>Final period demand of the worst path</td><td>1.92 ns</td></tr>
<tr><td>Max Fclk</td><td>521 MHz</td></tr>
<tr><td>Slew at the pin closest to its max-slew limit</td><td>0.469 ns</td></tr>
<tr><td>Final Hold Fails</td><td>0</td></tr>
<tr><td>Relative slew slack</td><td>0.687</td></tr>
<tr><td>Setup repair after global routing missed its margin</td><td>no</td></tr>
<tr><td>Clock skew after layout</td><td>0.00116 ns</td></tr>
<tr><td>Pins Over Slew Limit</td><td>0</td></tr>
<tr><td>Setup Total Neg Slack</td><td>0 ns</td></tr>
<tr><th colspan="2">Floorplan</th></tr>
<tr><td>Chip Footprint</td><td>7740 um^2</td></tr>
<tr><td>Die W</td><td>88 um</td></tr>
<tr><td>Boundary Pins</td><td>6</td></tr>
<tr><td>Cell Rows</td><td>24</td></tr>
<tr><td>Core Footprint</td><td>4410 um^2</td></tr>
<tr><td>Die H</td><td>88 um</td></tr>
<tr><td>Core utilization before placement</td><td>0.131</td></tr>
<tr><th colspan="2">Place</th></tr>
<tr><td>HPWL reported at the end of detailed placement</td><td>854 um</td></tr>
<tr><td>Buffers added on ports</td><td>5</td></tr>
<tr><td>Final weighted congestion in routability-driven placement</td><td>0.831</td></tr>
<tr><td>Placement Setup Slack</td><td>0.0782 ns</td></tr>
<tr><th colspan="2">Layout</th></tr>
<tr><td>Area growth from synthesis to layout</td><td>26.4%</td></tr>
<tr><td>Post-layout utilization of the core</td><td>0.166</td></tr>
<tr><td>Fraction of layout cells with a size suffix above 1</td><td>0.125</td></tr>
<tr><th colspan="2">CTS</th></tr>
<tr><td>Maximum level of the CTS H-tree</td><td>1</td></tr>
<tr><td>Clock transition at the registers of the reported paths</td><td>0.05 ns</td></tr>
<tr><td>CTS root buf</td><td>clkbuf_8</td></tr>
<tr><td>TritonCTS clock tree</td><td>yes</td></tr>
<tr><td>Number of buffers inserted by post-CTS setup repair</td><td>0</td></tr>
<tr><td>CTS Buffer Depth</td><td>2</td></tr>
<tr><td>Num CTS Buffers</td><td>3</td></tr>
<tr><td>Total of hold buffers inserted after clock tree synthesis</td><td>0</td></tr>
<tr><td>Sinks on the clock net</td><td>10</td></tr>
<tr><td>Insertion delay of the later-clocked pin in the worst-skew pair</td><td>0.23 ns</td></tr>
<tr><th colspan="2">Job</th></tr>
<tr><td>Number of logged tool warnings</td><td>26</td></tr>
<tr><td>Maxcap violations</td><td>0</td></tr>
<tr><th colspan="2">Power and ir drop</th></tr>
<tr><td>Total power of the final layout</td><td>466 uW</td></tr>
<tr><td>Power density over the cells</td><td>638 nW/um^2</td></tr>
<tr><td>IR drop worst, VDD</td><td>0.243 mV</td></tr>
<tr><td>Lkg Pwr</td><td>0.290 nW</td></tr>
<tr><th colspan="2">Worst hold path</th></tr>
<tr><td>Classification of the worst-slack hold path</td><td>reg2reg</td></tr>
<tr><td>Min-Delay Path Depth</td><td>1</td></tr>
</table>
cell usage in the layout, fill, tap and decap left out, drive strengths merged, types with 2 or more instances in the layout:
cell / netlist / layout
nor3: 3 / 3
ha: 2 / 2
clkbuf: 1 / 4
xor2: 3 / 3
o2111ai: 4 / 4
a21oi: 2 / 2
o211ai: 3 / 3
nand2: 4 / 4
o21ai: 4 / 4
o31ai: 2 / 2
dfrtp: 9 / 9
clkdlybuf4s50: 0 / 5
inv: 5 / 5
power breakdown:
| part | internal (mW) | switching, mW | leakage, nW |
|---|---|---|---|
| logic | 0.00740 | 0.00541 | 0.150 |
| registers | 0.203 | 0 | 0.111 |
| clock network | 0.173 | 0.0773 | 0.0288 |
synthesized netlist by cell type, drive strengths merged:
cell / count
nand2: 4
buf: 3
o21ai: 4
nand4b: 1
or3: 1
inv: 5
dfstp: 1
nor3: 3
nor4: 1
a211oi: 1
o22ai: 1
nand3b: 1
or3b: 1
ha: 2
dfrtp: 9
o2111ai: 4
a22oi: 1
a21oi: 2
o31ai: 2
nor3b: 1
nor2: 1
a21o: 1
xor2: 3
o211ai: 3
clkbuf: 1
nand3: 1
layer usage:
layer	track usage	vias up	share of wire
met4	0.00435	0	0.010
met2	0.0417	11	0.39
met5	0	-	0
li1	-	225	-
met1	0.0434	230	0.48
met3	0.0234	2	0.11
metrics by stage:
stage	std cells	cell area [um^2]	hold slack [ns]
2_1_floorplan	58	578	0.104
3_3_place_gp	112	674	0.453
3_5_place_dp	112	674	0.461
4_1_cts	116	729	0.471
5_1_grt	116	731	0.483
6_report	116	731	0.470
cell type report:
cell class	instances	area, um^2
well taps	52	65.1
inverters	5	18.8
fillers	468	3680
clock buffers	4	55.1
flip-flops and latches	10	253
multi-input cells	39	282
repair buffers	6	57.6
registers in the layout, indices dropped and copies added, names as in the netlist:
name     flops
counter      7
state        3
timing repair:
action / CTS / global route
endpoints found under the setup margin: 0 / 1
endpoints found under the hold margin: 0 / 0
gates resized: 0 / 1
critical path: cells and delay by family:
family / cells / cell delay [ns]
buf+inv: 2 / 0.95
simple gates: 1 / 0.18
how the worst min path moves through the flow:
stage	startpoint	to	slack (ns)
CTS	counter[6]	counter[6]	0.47
global route	counter[6]	counter[6]	0.48
finish	counter[6]	counter[6]	0.47
cells by family after synthesis:
kind of cell / Yosys count / synth area share
buffers and inverters: 9 / 0.0779
adder cells (fa/ha/maj): 2 / 0.0433
AND/OR/NAND/NOR: 15 / 0.171
XOR/XNOR: 3 / 0.0455
AND-OR/OR-AND: 19 / 0.227
flip-flops: 10 / 0.435
No activity file was given, so power comes from the tool's default toggle rates.
