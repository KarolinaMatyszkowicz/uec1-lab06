### ./config.mk
export PLATFORM = sky130hd
export DESIGN_NAME = top_basys3
export DESIGN_NICKNAME = top_basys3
export VERILOG_FILES = /design/flow/design.v
export SDC_FILE = /design/flow/constraint.sdc
export NUM_CORES = 4
export LEC_CHECK = 1
export CORE_AREA = 10 10 111 111
export DIE_AREA = 0 0 121 121
export SYNTH_HDL_FRONTEND = slang
### ./constraint.sdc
current_design top_basys3

set clk_period 3.8
set clk_io_pct 0.2

create_clock -name clk0 -period $clk_period [get_ports {clk}]

set non_clock_inputs [all_inputs -no_clocks]
set_input_delay [expr $clk_period * $clk_io_pct] -clock clk0 $non_clock_inputs
set_output_delay [expr $clk_period * $clk_io_pct] -clock clk0 [all_outputs]
### ./design.v
module top_basys3 (
    input wire clk,
    input wire btnC,
    input wire [15:0] sw,
    output wire [6:0] seg,
    output wire [3:0] an
);
top u_top(
    .clk(clk),
    .rst_n(!btnC),
    .digit0(sw[15:12]),
    .digit1(sw[11:8]),
    .digit2(sw[7:4]),
    .digit3(sw[3:0]),
    .sseg_ca(seg),
    .sseg_an(an)
);
endmodule
module counter #(
    parameter WIDTH = 4,
    parameter logic [WIDTH-1:0] MAX_VALUE = {WIDTH{1'b1}}
) (
    input logic clk,
    input logic rst_n,
    input logic enabled,
    output logic [WIDTH-1:0] value,
    output logic overflow
);
logic [WIDTH-1:0] value_nxt;
logic overflow_nxt;
always_ff @(posedge clk or negedge rst_n) begin
    if (!rst_n) begin
        value <= 'b0;
        overflow <= 'b0;
    end else begin
        value <= value_nxt;
        overflow <= overflow_nxt;
    end
end
always_comb begin
    value_nxt = value;
    overflow_nxt = overflow;
    if (enabled) begin
        value_nxt = value + 1;
        overflow_nxt = 'b0;
        if (value == MAX_VALUE) begin
            overflow_nxt = 'b1;
            value_nxt = 'b0;
        end
    end
end
endmodule
module ring_counter #(
    parameter logic [2:0] SIZE = 3'b100,
    parameter logic  TYPE = 1'b0
)(
    input logic clk,
    input logic rst_n,
    input logic enabled,
    output logic [SIZE-1:0] value
);
logic [SIZE-1:0] value_nxt;
always_ff @(posedge clk or negedge rst_n) begin
    if (!rst_n) begin
        value <= {{SIZE-1{~TYPE}}, TYPE};
    end else if (enabled) begin      
        value <= value_nxt;
    end
end
always_comb begin
    value_nxt = {value[0], value[SIZE-1:1]};
end
endmodule
module sseg(
    input logic enabled,
    input logic rst_n,
    input logic clk,
    input  wire  [3:0] digit0,
    input  wire  [3:0] digit1,
    input  wire  [3:0] digit2,
    input  wire  [3:0] digit3,
    output logic [3:0] sseg_an,
    output logic [6:0] sseg_ca
);
logic [3:0] int_wire;
sseg_mux u_sseg_mux (
    .digit3,
    .digit2,
    .digit1,
    .digit0,
    .sel(sseg_an),
    .digit_selected(int_wire)
);
ring_counter u_ring_counter(
    .enabled,
    .rst_n,
    .clk,
    .value(sseg_an)
);
hex2sseg u_hex2sseg (
    .hex(int_wire),
    .sseg(sseg_ca)
    );
endmodule
module hex2sseg (
    input logic [3:0] hex,
    output logic [6:0] sseg
);
localparam logic [6:0] CODES [0:15] = '{
    7'b1000000,  
    7'b1111001,  
    7'b0100100,  
    7'b0110000,  
    7'b0011001,  
    7'b0010010,  
    7'b0000010,  
    7'b1111000,  
    7'b0000000,  
    7'b0010000,  
    7'b0001000,  
    7'b1000011,  
    7'b1000110,  
    7'b0100001,  
    7'b0000110,  
    7'b0001110   
};
assign sseg = CODES[hex];
endmodule
module sseg_mux (
    input  wire  [3:0] sel,  
    input  wire  [3:0] digit0,
    input  wire  [3:0] digit1,
    input  wire  [3:0] digit2,
    input  wire  [3:0] digit3,
    output logic [3:0] digit_selected
);
always_comb begin
    case(sel)
        4'b1110: digit_selected = digit0;
        4'b1101: digit_selected = digit1;
        4'b1011: digit_selected = digit2;
        4'b0111: digit_selected = digit3;
        default: digit_selected = 4'bxxxx;
    endcase
end
endmodule
module top (
    input logic rst_n,
    input logic clk,
    input  wire  [3:0] digit0,
    input  wire  [3:0] digit1,
    input  wire  [3:0] digit2,
    input  wire  [3:0] digit3,
    output logic [3:0] sseg_an,
    output logic [6:0] sseg_ca
);
logic int_wire;
sseg u_sseg(
    .digit0,
    .digit1,
    .digit2,
    .digit3,
    .clk,
    .rst_n,
    .enabled(int_wire),
    .sseg_an,
    .sseg_ca
);
counter #(.MAX_VALUE(19'd500000), .WIDTH(19)) u_counter (
    .clk,
    .rst_n,
    .enabled(1'b1),
    .overflow(int_wire),
    .value()
);
endmodule
### ./run.sh
#!/bin/bash
# OpenROAD 26Q1-2900-gdf79404cd8, Yosys 0.63+post, stock flow scripts
make -C /OpenROAD-flow-scripts/flow DESIGN_CONFIG=/design/flow/config.mk WORK_HOME=/design/flow/orfs finish
==> results.env <==
FINAL-HOLD-VIOLATION-COUNT=0
TOP_LAYER_USED='met4'
CLK_ROOT_BUFFER_CELL='sky130_fd_sc_hd__clkbuf_8'
FLOORPLAN.IO_PINS=29
CTS.REPORTEDPATHS.CLKPINSLEW_NS=0.08
FINAL.HOLD.WORST_SLACK_NS=0.511
TIMING.HOLD.WORST.CLASS='flip-flop to flip-flop'
FINISH.UTILIZATION=0.211
PLACE_WS_NS=0.239
MET3_WIRELENGTH_UM=278
DETAILEDPLACEMENTHPWL_UM=2570
REMAINING_DRC_ERRORS=0
ROWS=36
NETLIST_TOP_CELLS_AREA='sky130_fd_sc_hd__dfrtp_1 (35%), sky130_fd_sc_hd__xnor2_1 (6.9%), sky130_fd_sc_hd__dfstp_2 (5.2%)'
FINAL.SETUP.WORST_SLACK_NS=0.151
POST_SYNTHESIS_ASYNC_SET_OR_RESET_FLOP_SHARE=1.00
FINAL-MAX-SLEW-VIOLATION-COUNT=0
WORST_SKEW_PAIR.LATE_LATENCY_NS=0.26
FLOORPLAN.INITIALDENSITY=0.153
STATIC-LEAKAGE-POWER_nW=0.771
CLOCK_TREE_FROM_TRITONCTS='done'
ANTENNA_FOUND_INITIAL=0
MET2ROUTEDLENGTH_UM=1370
MI_LOGIC_AREA_UM2=868
ROUTED_WIRE_LENGTH_PER_INSTANCE_UM=10.7
POST_ROUTE_CELLS_DRIVE_ABOVE_1_SHARE=0.149
TOTAL_TOOL_WARNING_COUNT=28
CHIPAREA_UM2=14600
RSZ0062_AT_GRT='no'
DIEWIDTH_UM=121
WORST_SLEW_MARGIN_REL=0.682
SYNTHESIS.YOSYS.WARNINGS=0
POWER.TOTAL_uW=494
FINAL_CELLS=328
DRT_FIRST_PASS_ITERS=4
CTS.PATH.MAX_BUFFERS=2
POST-PLACE-CELLS=318
POST-SYNTH-TOP-AREA-FRACTION=0.347
CORE_AR_UM2=9860
DPL_CELL_AREA_UM2=1980
TIMING.FMAX_GHz=0.274
STARTPOINT_CLASS_OF_THE_CRITICAL_PATH='flip-flop'
POSTSYNTHAREAPERCELL_UM2=9.70
FILLCELLCOUNT=1036
ROUTE.DETAILED.VIAS_PER_INST=3.83
SYNTH-SEQ-AREA-SHARE=0.399
YS_FF=24
DETAILROUTE.VIA_COUNT=1256
POST_SYNTH_INST_COUNT=156
CRITPATHARRIVALTIME_NS=2.89
SYNTH_CELL_TYPE_COUNT=39
HOLD-PATH-CELL-COUNT=1
MAPPEDNETLISTAREA_UM2=1510
PLACE_CONGESTION=0.826
HIGHEST_FANOUT_SEEN_ON_THE_CRITICAL_PATH=8
DETAIL_ROUTE.WIRELENGTH.MET1_UM=1830
SKEW_NS=0.00115
SYNTH_TOP_FLOP_CELL='sky130_fd_sc_hd__dfrtp_1'
REGISTER_AREA_UM2=604
GRT_REMAINING_OVERFLOW=0
FINALSETUPTNS_NS=0
YOSYSTOPAREACELL='sky130_fd_sc_hd__dfrtp_1'
DRTITER0DRC=47
GRT_START_MAX_NET_PINS=25
RUN_STATUS='finished, final reports clean'
YS_AREA_UM2=1510
CTS-HTREE-LEVELS=1
CTS_BUFFERS=3
NUMBER_OF_CELLS_IN_YOSYS_STAT=156
BUFFER_PORTS.INSERTED=28
WORST_SLEW_PIN_SLEW_NS=0.472
VIAS_IN_THE_FIRST_GLOBAL_ROUTE=1215
DRTANTENNAVIOLNETS=0
DRV.MAX_CAP_VIOLATION_COUNT=0
POSTCTSHOLDBUFS=0
CRIT_PATH_END_KIND='output pin'
PEAKVDDDROP_mV=0.142
ENDPOINTS_FAILING_SETUP=0
AREA_DELTA_SYNTH_FINAL_PCT=37.4
GR-USAGE-ALL-LAYERS=0.0461
TIMING.CRITICAL_PATH.REQUIRED_NS=3.04
CLOCK-SINKS=24
ANTENNA-DIODE-COUNT=0
PERIOD_UTILIZATION_POST_ROUTE=0.960
ENABLE_FLOP_CELLS=0
PERIOD_MINUS_SLACK_NS=3.65
REG2REG_DEPTH=4
DIE_Y_UM=121
CRITPATHKIND='flip-flop to output pin'
P_PER_AREA_nW_PER_UM2=237
GLOBAL_ROUTE_WIRE_LENGTH_BEFORE_REPAIR_UM=5750
WL_UM=3500
FIN_AREA_UM2=2080
==> sequential cells by signal, indices dropped and copies added (netlist names) <==
| register | cells |
|---|---|
| u_top.u_counter.value | 19 |
| u_top.u_sseg.u_ring_counter.value | 4 |
| u_top.u_counter.overflow | 1 |
==> routing by layer <==
metal,global-route usage,vias up
li1,-,644
met1,0.0676,574
met2,0.0667,36
met3,0.0146,2
met4,0.00528,0
met5,0,-
==> final cells by class <==
| class | count | share of cell area |
|---|---|---|
| multi-input cells | 121 | 0.418 |
| inverters | 8 | 0.0144 |
| repair buffers | 38 | 0.171 |
| flip-flops and latches | 24 | 0.291 |
| clock buffers | 4 | 0.0265 |
| well taps | 133 | 0.0800 |
==> worst max-delay path, cell delays in order, from the launching register on <==
cell and delay (ns):
sky130_fd_sc_hd__dfstp_2 0.57, sky130_fd_sc_hd__xnor2_1 0.09, sky130_fd_sc_hd__a211o_4 0.40, sky130_fd_sc_hd__a221o_2 0.48, sky130_fd_sc_hd__ha_1 0.32, sky130_fd_sc_hd__a21oi_1 0.07
sky130_fd_sc_hd__a22oi_1 0.20, sky130_fd_sc_hd__clkdlybuf4s50_1 0.50
==> cells in the final DEF, fill, tap and decap left out, drive strengths merged, types with 3 or more instances in the layout <==
| cell | instances |
|---|---|
| clkdlybuf4s50 | 28 |
| dfrtp | 21 |
| nor2 | 15 |
| xnor2 | 12 |
| nand3 | 12 |
| nand2 | 11 |
| buf | 10 |
| nand3b | 9 |
| a21oi | 8 |
| inv | 8 |
| nor3 | 7 |
| xor2 | 6 |
| ha | 5 |
| clkbuf | 4 |
| o21ai | 4 |
| mux2 | 3 |
| dfstp | 3 |
| a221o | 3 |
| a221oi | 3 |
==> Yosys cell counts, drive strengths merged, types with 3 or more instances <==
master  instances
xor2            6
a221oi          3
a221o           3
dfstp           3
ha              5
a21oi           8
xnor2          12
inv             8
nor3            7
nand2          11
o21ai           4
nand3          12
dfrtp          21
nor2           15
nand3b          9
mux2            3
==> cell families after synthesis <==
kind of cell	after synthesis	share of synthesized area
flip-flops	24	0.399
XOR/XNOR	18	0.104
multiplexers	4	0.0289
adder cells (fa/ha/maj)	5	0.0413
AND-OR/OR-AND	26	0.158
AND/OR/NAND/NOR	68	0.240
buffers and inverters	11	0.0281
==> path summary, 6_finish.rpt <==
| kind | to | start | slack (ns) |
|---|---|---|---|
| hold reg to reg | u_top.u_counter.value[14] | u_top.u_counter.value[14] | 0.51 |
| setup / recovery | seg[3] | u_top.u_sseg.u_ring_counter.value[2] | 0.15 |
| hold / removal | u_top.u_counter.value[14] | u_top.u_counter.value[14] | 0.51 |
| setup reg to reg | u_top.u_counter.value[18] | u_top.u_counter.value[3] | 1.79 |
| min in group asynchronous | u_top.u_counter.value[11] | btnC | 0.84 |
| max in group asynchronous | u_top.u_sseg.u_ring_counter.value[1] | btnC | 2.68 |
==> repair_timing <==
item,4_1_cts,5_1_grt
resized,0,1
setup endpoints to repair,1,1
gates cloned,0,0
buffers inserted,4,2
==> power by group <==
part           internal (mW)  total, mW  switching [mW]  leakage (nW)
sequential             0.255      0.255               0         0.315
clock                 0.0924      0.170          0.0778        0.0288
combinational         0.0414     0.0681          0.0267         0.428
total                  0.389      0.494           0.105         0.771
Power is estimated from default activity; no workload was simulated.
